$ cat design/flow/run.sh
#!/bin/bash
# OpenROAD 26Q1-2900-gdf79404cd8, Yosys 0.63+post, stock flow scripts
make -C /OpenROAD-flow-scripts/flow DESIGN_CONFIG=/design/flow/config.mk WORK_HOME=/design/flow/orfs finish
$ cat design/flow/config.mk
export PLATFORM = sky130hd
export DESIGN_NAME = axi4s_slave_if
export DESIGN_NICKNAME = axi4s_slave_if
export VERILOG_FILES = /design/flow/design.v
export SDC_FILE = /design/flow/constraint.sdc
export NUM_CORES = 4
export LEC_CHECK = 1
export CORE_UTILIZATION = 40
$ cat design/flow/constraint.sdc
current_design axi4s_slave_if

set clk_period 1.3
set clk_io_pct 0.2

create_clock -name clk0 -period $clk_period [get_ports {axi4s_sclk_i}]

set non_clock_inputs [all_inputs -no_clocks]
set_input_delay [expr $clk_period * $clk_io_pct] -clock clk0 $non_clock_inputs
set_output_delay [expr $clk_period * $clk_io_pct] -clock clk0 [all_outputs]
$ cat design/flow/design.v
module axi4s_slave_if #(parameter DATA_WIDTH = 48)
	(
		input  logic         			axi4s_sclk_i,
		input  logic        		 		axi4s_rstn_i,
		input  logic       				axi4s_svalid_i,
		output logic         			axi4s_sready_o,
		input  logic [DATA_WIDTH-1:0]  	axi4s_sdata_i,
		output logic [DATA_WIDTH-1:0]  	axi4s_sdata_o		
	);
	typedef enum logic { IDLE, START } state;  
	state state_s, next_state_s;
	logic  axi4s_handshake;  
	logic  axi4s_sready;
	assign axi4s_handshake  = axi4s_svalid_i & axi4s_sready_o;
	assign axi4s_sready     = (state_s == START) ? 1'b1 : 1'b0;  
	assign axi4s_sready_o   = axi4s_sready;
	always_ff @(posedge axi4s_sclk_i, negedge axi4s_rstn_i) begin : sample_data 
		if(~axi4s_rstn_i) begin
			axi4s_sdata_o <= 'h0;
		end else begin
			if(axi4s_handshake) begin
				axi4s_sdata_o <= axi4s_sdata_i;
				end else
					axi4s_sdata_o <= 'h0;
			end
	end
	always_comb begin : state_logic
		  next_state_s = IDLE;
		  case(state_s)
			IDLE:  next_state_s = START;
			START: next_state_s = START;
		  endcase
	end
	always_ff @(posedge axi4s_sclk_i, negedge axi4s_rstn_i) begin : set_machine_state
		if (~axi4s_rstn_i) begin
			state_s <= IDLE;
		end else begin
			state_s <= next_state_s;
		end
	end
endmodule
==> impl_metrics.json <==
{
  "ys_types": 6,
  "drive_above_1_share": 0.0529,
  "regArea_sq_um": 1230,
  "diodes": 0,
  "min_period_ns": 1.17,
  "warning_count": 28,
  "topCellsByArea": "dfrtp_1, and3_1, buf_6",
  "cap_violations": 0,
  "die_h_microns": 65.5,
  "cts_root_buf": "clkbuf_8",
  "syn_avg_cell_area_sq_um": 14.9,
  "drc_errors": 0,
  "ys_cells": 108,
  "ys_top_cells_by_count": "dfrtp_1, and3_1, buf_6",
  "synthArstFlopShare": 1.00,
  "port_buffers": 99,
  "cts_max_level": 2,
  "cts_num_sinks": 49,
  "logic_area_sq_um": 304,
  "layout_setup_ws_ns": 0.132,
  "io_pins": 100,
  "cp_cell_sequence": "dlygate4sd2_1",
  "cp_top_family": "flip-flops",
  "core_area_sq_um": 3770,
  "grt-ovfl-total": 0,
  "powerDensity_nw_per_um2": 1040,
  "setup_viol": 0,
  "first_pass_iters": 4,
  "ys.flops": 49,
  "area_delta_synth_final_pct": 64.6,
  "critical-path-slowest-cell": "dfrtp_1",
  "avgViaCountPerCell": 4.63,
  "cts_tree": "yes",
  "clk_pin_slew_ns": 0.08,
  "die-area_sq_um": 4290,
  "rsz0062_at_grt": "false",
  "crit_path_end_kind": "output port",
  "clock.fmax_mhz": 856,
  "grt_max_degree": 50,
  "hold_path.class": "in2async",
  "violations": "hold timing",
  "wl_per_cell_microns": 12.9,
  "critPathRequiredTime_ns": 1.04,
  "path_class": "reg2out",
  "antenna_found_initial": 0,
  "synthFlopType": "dfrtp_1",
  "drt_iter0_drc": 65,
  "rows": 22,
  "cp_slowest_stage_delay_ns": 0.37,
  "fin_skew_ns": 0.00219,
  "syn_inst": 108,
  "total_power_mw": 2.77,
  "vias": 1186,
  "final_max_slew_viol_count": 0,
  "synth_dominant_cell_count": "dfrtp_1",
  "fp_util": 0.428,
  "hpwl_microns": 2230,
  "synth.top_cell.area_share": 0.760,
  "grt_pass1_wl_microns": 5430,
  "dpl_worst_slack_ns": 0.0830,
  "timing.hold.ws_ns": -0.0722,
  "die_w_microns": 65.5,
  "synth.cell_area_sq_um": 1610,
  "p_leak_nw": 1.56,
  "grt_use_total": 0.175,
  "gp_congestion": 0.700,
  "worstPathMaxFanout": 2,
  "edf_count": 0,
  "yosys_warnings": 1,
  "cp-start-kind": "flip-flop",
  "ant_nets": 0,
  "fin_crit_sh": 0.899,
  "cts_buffers": 5,
  "ys_area_sq_um": 1610,
  "path_buffers": 1,
  "worstSkewPairLatency_ns": 0.29,
  "setup_tns_ns": 0,
  "status": "finished with violations",
  "wl_microns": 3310,
  "grt_pass1_vias": 1125,
  "crit_arrival_ns": 0.91,
  "ys_seq_share": 0.760,
  "hold_violations": 49,
  "yosys.area.top_type": "dfrtp_1",
  "clockBufferDepth": 2,
  "ir_worst_vdd_uv": 757,
  "final.fill_count": 275
}
==> worst paths after layout <==
kind	startpoint	endpoint	slack, ns	cells after the start
worst min-delay path	axi4s_rstn_i	axi4s_sdata_o[26]$_DFF_PN0_	-0.07	2
worst min register to register	state_s$_DFF_PN0_	axi4s_sdata_o[46]$_DFF_PN0_	0.96	3
max in group asynchronous	axi4s_rstn_i	axi4s_sdata_o[29]$_DFF_PN0_	1.15	2
worst max register to register	state_s$_DFF_PN0_	axi4s_sdata_o[47]$_DFF_PN0_	0.23	3
worst max-delay path	state_s$_DFF_PN0_	axi4s_sready_o	0.13	1
min in group clk0	axi4s_sdata_i[11]	axi4s_sdata_o[11]$_DFF_PN0_	0.52	2
==> report_power, final <==
part | leakage, nW | internal [mW] | switching (mW)
Clock | 0.0443 | 0.422 | 0.431
Sequential | 0.657 | 1.58 | 0.0112
Combinational | 0.861 | 0.226 | 0.0995
==> placed cells by master, fill, tap and decap left out <==
cell type,n
dfrtp_1,49
clkdlybuf4s50_1,49
dlygate4sd2_1,49
and3_1,48
clkbuf_8,6
buf_4,2
buf_12,2
clkbuf_1,1
buf_2,1
conb_1,1
==> worst reg2reg max path, delay by kind of cell, from the launching register on <==
kind	cells	cell delay, ns
DFF	1	0.37
buffers and inverters	2	0.37
and+or+nand+nor	1	0.22
==> registers in the layout, indices dropped and copies added (netlist names) <==
register	flops
axi4s_sdata_o	48
state_s	1
==> kinds of logic after synthesis <==
| logic type | after synthesis | share of synthesized area |
|---|---|---|
| buffers and inverters | 10 | 0.0519 |
| other | 1 | 0.00232 |
| DFF | 49 | 0.760 |
| and+or+nand+nor | 48 | 0.186 |
==> cell type report <==
cell class,instances,area share
multi-input combinational,49,0.114
clock buffer,7,0.0325
tap,48,0.0226
timing repair buffer,103,0.369
sequential,49,0.462
==> routing by layer <==
metal  wire length [microns]  GRT usage  vias up
li1                        -          -      558
met1                    1340      0.257      562
met2                    1590      0.273       61
met3                     331     0.0581        5
met4                      54     0.0217        0
met5                       0          0        -
==> timing repair <==
| item | 4_1_cts | 5_1_grt |
|---|---|---|
| hold endpoints to repair | 49 | 49 |
| endpoints found under the setup margin | 49 | 0 |
| gates resized | 49 | 0 |
| setup buffers | 1 | 0 |
==> metrics by stage <==
step / hold WS, ns / util / std cells / cell area (sq um)
after CTS: -0.0587 / 0.704 / 256 / 2660
after detailed placement: 0.261 / 0.696 / 248 / 2620
final: -0.0722 / 0.704 / 256 / 2660
after global placement: 0.258 / 0.696 / 248 / 2620
after global routing: -0.0622 / 0.704 / 256 / 2660
after floorplan: -0.0356 / - / 108 / 1610
Power and IR drop assume default switching activity.
